==> ./design.v <==
module emesh_if ( 
   cmesh_wait_out, cmesh_access_out, cmesh_packet_out, rmesh_wait_out,
   rmesh_access_out, rmesh_packet_out, xmesh_wait_out,
   xmesh_access_out, xmesh_packet_out, emesh_wait_out,
   emesh_access_out, emesh_packet_out,
   cmesh_access_in, cmesh_packet_in, cmesh_wait_in, rmesh_access_in,
   rmesh_packet_in, rmesh_wait_in, xmesh_access_in, xmesh_packet_in,
   xmesh_wait_in, emesh_access_in, emesh_packet_in, emesh_wait_in
   );
   parameter AW   = 32;   
   parameter PW   = 2*AW+40; 
   input 	   cmesh_access_in;
   input [PW-1:0]  cmesh_packet_in;
   output 	   cmesh_wait_out;
   output 	   cmesh_access_out;
   output [PW-1:0] cmesh_packet_out;
   input 	   cmesh_wait_in;
   input 	   rmesh_access_in;
   input [PW-1:0]  rmesh_packet_in;
   output 	   rmesh_wait_out;
   output 	   rmesh_access_out;
   output [PW-1:0] rmesh_packet_out;
   input 	   rmesh_wait_in;
   input 	   xmesh_access_in;
   input [PW-1:0]  xmesh_packet_in;
   output 	   xmesh_wait_out;  
   output 	   xmesh_access_out;
   output [PW-1:0] xmesh_packet_out;
   input 	   xmesh_wait_in;
   input 	   emesh_access_in;
   input [PW-1:0]  emesh_packet_in;
   output 	   emesh_wait_out;
   output 	   emesh_access_out;
   output [PW-1:0] emesh_packet_out;
   input 	   emesh_wait_in;
   assign cmesh_access_out = emesh_access_in & emesh_packet_in[0];
   assign rmesh_access_out = emesh_access_in & ~emesh_packet_in[0];
   assign xmesh_access_out = 1'b0;
   assign cmesh_packet_out[PW-1:0] = emesh_packet_in[PW-1:0];	 
   assign rmesh_packet_out[PW-1:0] = emesh_packet_in[PW-1:0];	 
   assign xmesh_packet_out[PW-1:0] = emesh_packet_in[PW-1:0];
   assign emesh_wait_out = cmesh_wait_in |
			   rmesh_wait_in |
			   xmesh_wait_in;
   assign emesh_access_out = cmesh_access_in |
			     rmesh_access_in |
			     xmesh_access_in;
   assign emesh_packet_out[PW-1:0] = cmesh_access_in ? cmesh_packet_in[PW-1:0] :
				     rmesh_access_in ? rmesh_packet_in[PW-1:0] :
				                       xmesh_packet_in[PW-1:0];
   assign cmesh_wait_out = (cmesh_access_in & emesh_wait_in);
   assign rmesh_wait_out = rmesh_access_in & 
			   (emesh_wait_in | cmesh_access_in);
   assign xmesh_wait_out = xmesh_access_in & 
			   (emesh_wait_in | cmesh_access_in | rmesh_access_in);
endmodule  
==> ./run.sh <==
#!/bin/bash
# OpenROAD 26Q1-2900-gdf79404cd8, Yosys 0.63+post, stock flow scripts
make -C /OpenROAD-flow-scripts/flow DESIGN_CONFIG=/design/flow/config.mk WORK_HOME=/design/flow/orfs finish
==> ./config.mk <==
export PLATFORM = sky130hd
export DESIGN_NAME = emesh_if
export DESIGN_NICKNAME = emesh_if
export VERILOG_FILES = /design/flow/design.v
export SDC_FILE = /design/flow/constraint.sdc
export NUM_CORES = 4
export LEC_CHECK = 1
export CORE_AREA = 10 10 328 328
export DIE_AREA = 0 0 338 338
==> ./constraint.sdc <==
current_design emesh_if

set clk_period 1.1
set clk_io_pct 0.2

create_clock -name clk0 -period $clk_period

set non_clock_inputs [all_inputs -no_clocks]
set_input_delay [expr $clk_period * $clk_io_pct] -clock clk0 $non_clock_inputs
set_output_delay [expr $clk_period * $clk_io_pct] -clock clk0 [all_outputs]
==> impl_metrics.json <==
{
  "status": "complete, but fails checks",
  "violations": "negative setup slack",
  "crit_buf_inv": 7,
  "dr.first_iter.drc_count": 94,
  "logic_area_um2": 2860,
  "rsz0062_at_grt": "yes",
  "grt_first_pass_wirelength_um": 72900,
  "crit_start": "rmesh_access_in",
  "dp_cells": 2148,
  "critPathSlowestCell": "mux2i_4",
  "timing.slew.headroom": 0.664,
  "setup_viol_count_final": 107,
  "num_rows": 116,
  "vias_per_cell": 2.37,
  "fp.dieH_um": 338,
  "grt_usage": 0.105,
  "hold_class": "in2out",
  "gp_congestion": 0.868,
  "hold_ws_ns": 0.440,
  "grt_max_degree": 35,
  "n_clock_buffer": 0,
  "port_buffers": 435,
  "fill_cells": 11500,
  "hold_viol": 0,
  "wire_per_inst_um": 28.7,
  "cp_max_fo": 6,
  "path_common_cell": "buf_12",
  "irDropWorstVdd_mv": 0.156,
  "num_vias": 5265,
  "yosysSeqAreaShare": 0,
  "clock.fmax_mhz": 563,
  "ys_cells": 668,
  "required_ns": 0.88,
  "critPathArrivalTime_ns": 1.55,
  "max_slew.worst_pin.slew_ns": 0.494,
  "period_minus_slack_ns": 1.77,
  "grt_pass1_vias": 5227,
  "fin_ws_ns": -0.675,
  "fin_crit_sh": 1.61,
  "crit_chain": "clkbuf_16 -> buf_12 -> buf_16 -> buf_12 -> buf_8 -> buf_6 -> mux2i_4 -> o21ai_1 -> buf_2",
  "synth_cell_types": 16,
  "synthCells": 668,
  "final_antenna_net_count": 0,
  "drv_slew": 0,
  "fin_area_um2": 10100,
  "seq_area_um2": 0,
  "gr-total-overflow": 0,
  "netlist_area_um2": 4610,
  "fin_tns_setup_ns": -44.98,
  "avgSynthCellArea_um2": 6.89,
  "dpl_worst_slack_ns": -1.26,
  "ys_chip_area_um2": 4610,
  "tool_warnings": 34,
  "coreArea_um2": 100000,
  "power_density_nw_per_um2": 374,
  "io_pins": 848,
  "final_cell_mix": "309 x clkdlybuf4s50_1, 103 x nand2_1, 87 x o21ai_1",
  "cp-start-kind": "primary input",
  "mostFrequentLayoutCell": "clkdlybuf4s50_1",
  "finalNonFillerCells": 2226,
  "worst_path_dominant_cell_family": "buffers and inverters",
  "dieWidth_um": 338,
  "die-area_um2": 114000,
  "p_leak_nw": 3.74,
  "first_pass_iters": 4,
  "syn_to_final_growth_pct": 120,
  "grt_antenna_before_repair": 45,
  "max_stage_delay_ns": 0.31,
  "hold_start": "emesh_packet_in[13]",
  "ys_warn_count": 0,
  "crit_type": "in2out",
  "drc_errors": 0,
  "cp-end-kind": "output pin",
  "post_dp_cell_area_um2": 8450,
  "flops": 0,
  "layout-drive-gt1-share": 0.332,
  "wirelength_um": 63900,
  "fp_util": 0.0459,
  "cap_viol_max_count": 0,
  "dp_hpwl_um": 58200
}
-- logic make-up after synthesis --
kind of cell           count (synthesis)  share of synthesized area
muxes                                104                      0.226
buffers and inverters                348                      0.565
AOI/OAI and AO/OA                    106                      0.117
other                                  1                   0.000814
and+or+nand+nor                      109                     0.0916
-- metrics by stage --
step | util | total power [mW]
floorplan | - | 1.27
global placement | 0.0843 | 3.12
detailed placement | 0.0843 | 3.12
CTS | 0.0973 | 3.80
global route | 0.101 | 4.08
finish | 0.101 | 3.79
-- area by class of cell --
type | count | share of cell area
multi-input combinational | 320 | 0.282
antenna | 1 | 0.000247
timing repair buffer | 548 | 0.550
tap | 1357 | 0.168
-- timing repair --
| action | in CTS | in global routing |
|---|---|---|
| gates resized | 448 | 178 |
| pin swaps | 36 | 51 |
| buffers inserted | 45 | 37 |
| hold buffers | 0 | 0 |
| gates cloned | 4 | 2 |
| setup endpoints to repair | 114 | 112 |
-- Yosys cell counts --
| library cell | instances | area [µm²] |
|---|---|---|
| clkbuf_1 | 14 | 52.6 |
| buf_6 | 8 | 90.1 |
| o31a_1 | 1 | 8.76 |
| o21a_1 | 1 | 7.51 |
| o21ai_0 | 76 | 380 |
| nand2_1 | 104 | 390 |
| buf_12 | 1 | 20.0 |
| and2_1 | 2 | 12.5 |
| nor2b_1 | 1 | 6.26 |
| conb_1 | 1 | 3.75 |
| o21ai_1 | 28 | 140 |
| buf_2 | 9 | 45.0 |
| buf_8 | 3 | 45.0 |
| mux2i_1 | 104 | 1040 |
| or3_1 | 2 | 12.5 |
| buf_4 | 313 | 2350 |
-- power breakdown --
| group | leakage (nW) | internal (mW) | switching, mW |
|---|---|---|---|
| registers | 0 | 0 | 0 |
| logic | 3.74 | 2.37 | 1.42 |
| clock network | 0.00000634 | 0.000000123 | 0 |
| total | 3.74 | 2.37 | 1.42 |
-- metal layers --
| layer | global-route usage | up-vias | wire length (µm) |
|---|---|---|---|
| met5 | 0 | - | 26 |
| met4 | 0.00681 | 4 | 1040 |
| met3 | 0.103 | 86 | 14400 |
| met2 | 0.165 | 750 | 28200 |
| met1 | 0.104 | 2141 | 20300 |
| li1 | - | 2284 | - |
-- worst paths after layout --
path              endpoint  slack (ns)  depth (start not counted)
min   xmesh_packet_out[13]        0.44                          0
max   emesh_packet_out[49]       -0.67                          9
Power figures rest on the tool's default switching activity, not on a simulated workload.
